==> design/flow/constraint.sdc <==
current_design Timer

set clk_period 4.4
set clk_io_pct 0.2

create_clock -name clk0 -period $clk_period [get_ports {clk}]

set non_clock_inputs [all_inputs -no_clocks]
set_input_delay [expr $clk_period * $clk_io_pct] -clock clk0 $non_clock_inputs
set_output_delay [expr $clk_period * $clk_io_pct] -clock clk0 [all_outputs]
==> design/flow/design.v <==
module Timer(
    input wire clk,  
    input wire reset,  
    output reg [31:0] timer  
);
always @ (posedge clk or posedge reset)
begin
    if (reset)
        timer <= 0;
    else
        timer <= timer + 1;
end
endmodule	
==> design/flow/config.mk <==
export PLATFORM = sky130hd
export DESIGN_NAME = Timer
export DESIGN_NICKNAME = Timer
export VERILOG_FILES = /design/flow/design.v
export SDC_FILE = /design/flow/constraint.sdc
export NUM_CORES = 4
export LEC_CHECK = 1
export CORE_AREA = 10 10 101 101
export DIE_AREA = 0 0 111 111
==> design/flow/run.sh <==
#!/bin/bash
# OpenROAD 26Q1-2900-gdf79404cd8, Yosys 0.63+post, stock flow scripts
make -C /OpenROAD-flow-scripts/flow DESIGN_CONFIG=/design/flow/config.mk WORK_HOME=/design/flow/orfs finish
==> notes.md <==
impl run done, here's what came out: status completed, ANT cells 0, number of remaining DRC errors 0, Fillers 863, worst endpoint data arrival time 1.28 ns, final weighted congestion in routability-driven placement 0.775, Overflow after GRT 0, Rel. slew slack 65.7%, tool warnings 25, post-synthesis cell area 0.00149 mm2, leading area contributor after synthesis dfrtp_1, Pre-antenna DRT Iters 4, Post-synth seq share 53.8%, first-pass GRT wire length 5840 um, CP max FO 5, CP Capture Type output port, WL per Instance 12.8 um, maximum VDD drop 0.104 mV, Mean Syn Cell Area 11.5 um2, Lkg Pwr 0.000886 uW, Largest register FFs 32, post-synthesis cell count 129, setup ws final 2.24 ns, Final ANT Viol Nets 0, CTS resizes 0, Clock Latency Late Sink 0.27 ns, CTS Hold Bufs 0, total track usage 5.68%, max incr delay on CP 0.53 ns, total clock sinks 32, Yosys Chip Area 0.00149 mm2, Clock Skew 0.00346 ns, CP Launch Type register, die width 111 um, post-place setup slack 2.52 ns, initial antenna violation count 0, part of the cycle the worst path needs 49.1%, CTS tree yes, Routed WL 3470 um, Synth Warn # 1, Area Overhead vs Synth 36.5%, Most flops, register timer, Post-CTS Setup Inserts 0, Via Count 1084, 1st-iter DRT viols 32, Unique cell types 21, Hold Vio Cnt, Final 0, clock slew at reported path FFs 0.07 ns, largest net degree at the start of global routing 33, crit path DRT 3.52 ns, crit path buf inv count 1, Root Driver clkbuf_8, Core Util at FP 18.3%, setup_tns 0 ns, chip area 0.0123 mm2, chip height 111 um, CTS Buf Count 5, Final Max Tran Viols 0, CTS H-Tree Depth 2, flops & latches, synth 32, Power Density 268 mW/mm2, RSZ-0062 raised after global routing no, Final setup viols 0, hpwl dp 2530 um, I/O pin total 34, Largest regs timer (32), Worst-Margin Slew 0.513 ns, FP Rows 33, Max clock buf depth 2, Max Cap Viol 0, CP delay by family, top buffers and inverters, kind of critical path register to output port, slowest CP cell clkdlybuf4s50_1, Vias/cell 4.00, number of cells in Yosys stat 129, Yosys top cell area share 53.8%, Core Region 0.00813 mm2, PortBufs 33, Max Clock Freq 462 MHz, share of cells above drive strength 1 9.64%, vias in the first global route 1077, most frequent logic cells in the routed design clkdlybuf4s50_1, dfrtp_1, xor2_1, Final min period 2.16 ns, crit-path cells clkdlybuf4s50_1, Top cells by area dfrtp_1, xor2_1, xnor2_1, nand3_1, nor4_2, Top cell excl fill/tap clkdlybuf4s50_1, worst min path class register to register, worst hold margin 0.468 ns
## stage by stage
stage	area [um2]	cells	utilization, %	power (uW)
2_1_floorplan	1490	129	-	304
3_3_place_gp	1940	264	23.8	307
3_5_place_dp	1940	264	23.8	308
4_1_cts	2030	271	25.0	553
5_1_grt	2030	271	25.0	568
6_report	2030	271	25.0	545
## Yosys cell counts
library cell / number
nor4_1: 6
nand3_1: 10
and4_1: 5
nand3_2: 1
nor4_2: 4
nor2_1: 4
inv_1: 5
dfrtp_1: 32
nand3_4: 2
and3_1: 5
ha_1: 1
buf_4: 1
nor2b_1: 1
nand2_2: 1
nor3_1: 4
nand2_1: 9
nand4_1: 4
xor2_1: 19
nor3b_1: 1
xnor2_1: 11
buf_2: 3
## final cells by class
| type | instances | area (um2) | area share (%) |
|---|---|---|---|
| timing repair buffer | 34 | 338 | 16.6 |
| tap | 105 | 131 | 6.47 |
| sequential | 32 | 801 | 39.4 |
| inverter | 5 | 18.8 | 0.924 |
| multi-input combinational | 88 | 647 | 31.8 |
| clock buffer | 7 | 96.3 | 4.74 |
## cell families (layout without fill, tap and decap cells)
logic type | Yosys count | in the layout | share of synthesized area (%)
AND/OR/NAND/NOR | 57 | 57 | 25.0
flip-flops | 32 | 32 | 53.8
XOR/XNOR | 30 | 30 | 17.6
buffers and inverters | 9 | 46 | 2.77
adder cells (fa/ha/maj) | 1 | 1 | 0.840
## where the power goes
group | switching [uW] | internal, uW
clock network | 105 | 139
logic | 5.88 | 1.42
registers | 0 | 294
total | 111 | 435
## layer usage
layer	global-route usage [%]	vias up	part of all wire, %
li1	-	520	-
met1	8.17	531	47
met2	7.86	31	43
met3	2.63	2	9.1
met4	0.521	0	0.29
met5	0	-	0
## final timing paths
check | slack (ns) | end | from | cells past startpoint
worst max register to register | 2.60 | timer[28] | timer[0] | 5
min in group asynchronous | 1.00 | timer[20] | reset | 3
worst min register to register | 0.47 | timer[31] | timer[31] | 1
worst max-delay path | 2.24 | timer[21] | timer[21] | 1
max in group asynchronous | 3.10 | timer[10] | reset | 3
worst min-delay path | 0.47 | timer[31] | timer[31] | 1
Power is estimated from default activity; no workload was simulated.
