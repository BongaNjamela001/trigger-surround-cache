--- design/flow/config.mk ---
export PLATFORM = sky130hd
export DESIGN_NAME = RingBuffer
export DESIGN_NICKNAME = RingBuffer
export VERILOG_FILES = /design/flow/design.v
export SDC_FILE = /design/flow/constraint.sdc
export NUM_CORES = 4
export LEC_CHECK = 1
export CORE_AREA = 10 10 88 88
export DIE_AREA = 0 0 98 98
--- design/flow/constraint.sdc ---
current_design RingBuffer

set clk_period 1.0
set clk_io_pct 0.2

create_clock -name clk0 -period $clk_period [get_ports {clk}]

set non_clock_inputs [all_inputs -no_clocks]
set_input_delay [expr $clk_period * $clk_io_pct] -clock clk0 $non_clock_inputs
set_output_delay [expr $clk_period * $clk_io_pct] -clock clk0 [all_outputs]
--- design/flow/design.v ---
module RingBuffer(
    input wire clk,  
    input wire rst,  
    input wire adc_req,  
    output reg adc_rdy,  
    output reg [7:0] adc_dat  
);
parameter BUFFER_DEPTH = 32;
reg [7:0] buffer [0:BUFFER_DEPTH-1];
reg [4:0] read_ptr = 5'b0;
reg [4:0] write_ptr = 5'b0;
always @ (posedge clk or posedge rst)
begin
    if (rst)
    begin
        adc_rdy <= 0;
        adc_dat <= 8'b0;
        read_ptr <= 5'b0;
        write_ptr <= 5'b0;
    end
    else
    begin
        if (adc_req)
        begin
            adc_dat <= buffer[read_ptr];
            read_ptr <= read_ptr + 1;
            adc_rdy <= 1;
        end
        else
        begin
            adc_rdy <= 0;
        end
    end
end
always @ (posedge clk)
begin
    if (adc_req && ~rst)
    begin
        buffer[write_ptr] <= adc_dat;
        write_ptr <= write_ptr + 1;
    end
end
endmodule
--- design/flow/run.sh ---
#!/bin/bash
# OpenROAD 26Q1-2900-gdf79404cd8, Yosys 0.63+post, stock flow scripts
make -C /OpenROAD-flow-scripts/flow DESIGN_CONFIG=/design/flow/config.mk WORK_HOME=/design/flow/orfs finish
==> ci_impl_report.md <==
### Metrics collected by this job

| Metric | Value |
|---|---|
| Routed WL per cell | 9.02 µm |
| CTS Buf Count | 3 |
| Port bufs | 11 |
| CTS tree | built |
| Latency at later pin | 0.24 ns |
| Flops & latches, synth | 17 |
| Post-DRT Antenna Nets | 0 |
| Comb. cell area | 134 µm² |
| Core area | 5920 µm² |
| Diode count | 0 |
| DIE AREA | 9600 µm² |
| # fillers | 634 |
| FP Rows | 28 |
| Pin count of the biggest net entering global routing | 11 |
| Max frequency | 1.01 GHz |
| Syn_area_per_cell | 21.7 µm² |
| Worst setup margin | 0.00957 ns |
| Synth unique cells | 6 |
| Max-area cell share | 0.396 |
| Max_cap viols | 0 |
| Congestion Overflow GR | 0 |
| Synthesis Warnings | 11 |
| WL final | 1.17 mm |
| Number of global-route vias before repair | 403 |
| Vias per cell | 2.45 |
| Initial antenna violation count | 0 |
| Mapped Area | 607 µm² |
| Register share after synthesis | 0.767 |
| Cell type with the largest total area | edfxtp_1 |
| Max-slew violations | 0 |
| RePlAce Congestion | 0.689 |
| Leakage | 0.394 nW |
| CP Class | input port to flip-flop |
| Final min period | 0.990 ns |
| Worst path arrival time | 0.95 ns |
| Total number of H-tree levels | 1 |
| Sequential cell area | 465 µm² |
| PwrDens | 1650 nW/µm² |
| Peak VDD IR | 858 µV |
| Layout overhead on the synthesized area | 49.7% |
| CP max stage cell | clkdlybuf4s50_1 |
| RSZ-0062 raised after global routing | no |
| Worst EP required | 0.96 ns |
| DP Worst Slack | -0.348 ns |
| Status | completed |
| I/O Pins | 12 |
| Cells after Synth | 28 |
| CTS clk-pin slew, worst paths | 0.07 ns |
| Initial DRC count | 3 |
| Vias after detailed routing | 319 |
| Chip Area, Yosys | 607 µm² |
| FP Util | 0.102 |
| Die Span Y | 98 µm |
| Worst Setup End Kind | flip-flop |
| Hold_buf cts | 0 |
| Post-Layout Cell Count | 130 |
| Placed Cells | 123 |
| Maximum buffer depth of the clock tree | 2 |
| Max-slew headroom | 0.754 |
| Gr usage total | 0.0239 |
| Layout Skew | 0.00431 ns |
| Share of cells above drive strength 1 | 0.636 |
| Startpoint type of the worst setup path | input port |
| Count of tool warnings | 25 |
| First-pass GRT wire length | 1.94 mm |
| DR DRC count | 0 |
| Post-DP HPWL | 840 µm |
| CP Cell Sequence | clkdlybuf4s50_1 -> nor2b_4 -> buf_4 |
| Ys cells | 28 |
| Worst hold-check path type | input port to asynchronous set/reset pin |
| Top cells by area | edfxtp_1 40%, dfrtp_1 37%, mux2_4 20% |
| Die width | 98 µm |
| CP Max Fanout | 6 |
| Post-layout period usage | 0.990 |
| Least-Margin Pin Slew | 0.368 ns |
| CTS Sinks | 17 |
| Largest stage delay on the critical path | 0.46 ns |
| Final hold vios | 0 |
| Final Setup Violations | 0 |
| Root Buffer | clkbuf_8 |
| Pre-antenna DRT Iters | 2 |
## registers in the layout, indices dropped and copies added, names as in the netlist
signal,cells
adc_dat,8
buffer,8
adc_rdy,1
## synthesized netlist by cell type
cell	count
buf_6	1
inv_1	1
edfxtp_1	8
nor2b_1	1
dfrtp_1	9
mux2_4	8
## per-stage QoR
stage | TNS (ns) | instance area (µm²) | utilization | hold WS, ns | power [mW]
after floorplan | 0 | 609 | - | 0.0279 | 0.896
after global placement | -4.85 | 877 | 0.148 | 0.462 | 1.04
after detailed placement | -5.36 | 877 | 0.148 | 0.468 | 1.04
after CTS | 0 | 912 | 0.154 | 0.319 | 1.52
after global routing | 0 | 908 | 0.153 | 0.343 | 1.58
final | 0 | 908 | 0.153 | 0.318 | 1.50
## path summary, 6_finish.rpt
kind                            depth (start not counted)                endpoint                   start  slack, ns
worst min-delay path                                    2  adc_dat[0]$_DFFE_PP0P_                     rst       0.32
min in group clk0                                       2       adc_rdy$_DFF_PP0_                 adc_req       0.41
max in group asynchronous                               2  adc_dat[2]$_DFFE_PP0P_                     rst       0.41
worst max-delay path                                    3  buffer[0][2]$_DFFE_PP_                     rst       0.01
worst min register to register                          1  adc_dat[7]$_DFFE_PP0P_  buffer[0][7]$_DFFE_PP_       0.48
worst max register to register                          2  adc_dat[5]$_DFFE_PP0P_  adc_dat[5]$_DFFE_PP0P_       0.10
## area by class of cell
class                           count  share of cell area
Inverter                            1             0.00413
Clock inverter                      1             0.00551
Clock buffer                        3              0.0455
Timing Repair Buffer               24               0.182
Sequential cell                    17               0.512
Multi-Input combinational cell      9               0.147
Tap cell                           75               0.103
## critical path: cells and delay by family
| kind | cells | cell delay, ns |
|---|---|---|
| buffers and inverters | 2 | 0.61 |
| and+or+nand+nor | 1 | 0.13 |
## per-layer routing
layer | track usage | up-vias | wire [µm]
met5 | 0 | - | 0
met4 | 0.00447 | 0 | 0
met3 | 0.0114 | 0 | 58
met2 | 0.0396 | 9 | 573
met1 | 0.0276 | 157 | 541
li1 | - | 153 | -
## cell families (layout without fill, tap and decap cells)
family / Yosys count / count (layout) / share of synthesized area
DFF: 17 / 17 / 0.767
muxes: 8 / 8 / 0.198
buffers and inverters: 2 / 29 / 0.0247
and+or+nand+nor: 1 / 1 / 0.0103
## where the power goes
part           switching (mW)  internal, mW  total [mW]
sequential             0.0240         0.794       0.818
clock                   0.214         0.275       0.489
combinational          0.0616         0.130       0.192
total                   0.300          1.20        1.50
## cells in the final DEF (no fill, tap or decap), drive strengths merged
master | Yosys | layout
nor2b | 1 | 1
dfrtp | 9 | 9
mux2 | 8 | 8
dlygate4sd2 | 0 | 1
clkdlybuf4s50 | 0 | 1
clkinv | 0 | 1
clkbuf | 0 | 3
inv | 1 | 1
edfxtp | 8 | 8
buf | 1 | 22
## what timing repair did
item / CTS / global route
endpoints found under the setup margin: 25 / 1
cloned: 0 / 0
setup buffers: 5 / 0
resized: 31 / 1
endpoints found under the hold margin: 0 / 0
pin swaps: 0 / 0
No activity file was given, so power comes from the tool's default toggle rates.
